--- flow/design.v ---
module and_gate (
	input a, b, 
	output out
);
	assign out = a && b;
endmodule
module d_flip_flop_en_asyncRst (
    input d,
    input clk, rst, en,
    output reg q
);
    always @(posedge clk or posedge rst) begin
        if (rst) begin
            q <= 1'b0;
        end
        else if (en) begin
            q <= d;
        end
    end
endmodule
module memory_module (
    input [127:0] in,        
    input clk, rst, en, mode,    
    output [127:0] out       
);
    reg [7:0] mem [0:15];    
    wire [7:0] q [0:15];     
    wire write_enable, read_enable;
    wire not_mode;
    wire [127:0] mux_out;
    not_gate notmode (.a(mode), .out(not_mode));
    and_gate writeenable (.a(en), .b(mode), .out(write_enable));
    and_gate readenable (.a(en), .b(not_mode), .out(read_enable));
    d_flip_flop_8bit mem0 (.d(write_enable ? in[7:0] : mem[0]), .clk(clk), .rst(rst), .en(en), .q(q[0]));
    d_flip_flop_8bit mem1 (.d(write_enable ? in[15:8] : mem[1]), .clk(clk), .rst(rst), .en(en), .q(q[1]));
    d_flip_flop_8bit mem2 (.d(write_enable ? in[23:16] : mem[2]), .clk(clk), .rst(rst), .en(en), .q(q[2]));
    d_flip_flop_8bit mem3 (.d(write_enable ? in[31:24] : mem[3]), .clk(clk), .rst(rst), .en(en), .q(q[3]));
    d_flip_flop_8bit mem4 (.d(write_enable ? in[39:32] : mem[4]), .clk(clk), .rst(rst), .en(en), .q(q[4]));
    d_flip_flop_8bit mem5 (.d(write_enable ? in[47:40] : mem[5]), .clk(clk), .rst(rst), .en(en), .q(q[5]));
    d_flip_flop_8bit mem6 (.d(write_enable ? in[55:48] : mem[6]), .clk(clk), .rst(rst), .en(en), .q(q[6]));
    d_flip_flop_8bit mem7 (.d(write_enable ? in[63:56] : mem[7]), .clk(clk), .rst(rst), .en(en), .q(q[7]));
    d_flip_flop_8bit mem8 (.d(write_enable ? in[71:64] : mem[8]), .clk(clk), .rst(rst), .en(en), .q(q[8]));
    d_flip_flop_8bit mem9 (.d(write_enable ? in[79:72] : mem[9]), .clk(clk), .rst(rst), .en(en), .q(q[9]));
    d_flip_flop_8bit mem10 (.d(write_enable ? in[87:80] : mem[10]), .clk(clk), .rst(rst), .en(en), .q(q[10]));
    d_flip_flop_8bit mem11 (.d(write_enable ? in[95:88] : mem[11]), .clk(clk), .rst(rst), .en(en), .q(q[11]));
    d_flip_flop_8bit mem12 (.d(write_enable ? in[103:96] : mem[12]), .clk(clk), .rst(rst), .en(en), .q(q[12]));
    d_flip_flop_8bit mem13 (.d(write_enable ? in[111:104] : mem[13]), .clk(clk), .rst(rst), .en(en), .q(q[13]));
    d_flip_flop_8bit mem14 (.d(write_enable ? in[119:112] : mem[14]), .clk(clk), .rst(rst), .en(en), .q(q[14]));
    d_flip_flop_8bit mem15 (.d(write_enable ? in[127:120] : mem[15]), .clk(clk), .rst(rst), .en(en), .q(q[15]));  
    assign out_reset = 128'b0;
    assign mux_out[7:0]     = (en == 1'b0) ? out_reset : (read_enable ? q[0] : 8'b0);    
    assign mux_out[15:8]    = (en == 1'b0) ? out_reset : (read_enable ? q[1] : 8'b0);  
    assign mux_out[23:16]   = (en == 1'b0) ? out_reset : (read_enable ? q[2] : 8'b0);  
    assign mux_out[31:24]   = (en == 1'b0) ? out_reset : (read_enable ? q[3] : 8'b0);  
    assign mux_out[39:32]   = (en == 1'b0) ? out_reset : (read_enable ? q[4] : 8'b0);  
    assign mux_out[47:40]   = (en == 1'b0) ? out_reset : (read_enable ? q[5] : 8'b0);  
    assign mux_out[55:48]   = (en == 1'b0) ? out_reset : (read_enable ? q[6] : 8'b0);  
    assign mux_out[63:56]   = (en == 1'b0) ? out_reset : (read_enable ? q[7] : 8'b0);  
    assign mux_out[71:64]   = (en == 1'b0) ? out_reset : (read_enable ? q[8] : 8'b0);  
    assign mux_out[79:72]   = (en == 1'b0) ? out_reset : (read_enable ? q[9] : 8'b0);  
    assign mux_out[87:80]   = (en == 1'b0) ? out_reset : (read_enable ? q[10] : 8'b0);  
    assign mux_out[95:88]   = (en == 1'b0) ? out_reset : (read_enable ? q[11] : 8'b0);  
    assign mux_out[103:96]  = (en == 1'b0) ? out_reset : (read_enable ? q[12] : 8'b0);  
    assign mux_out[111:104] = (en == 1'b0) ? out_reset : (read_enable ? q[13] : 8'b0);  
    assign mux_out[119:112] = (en == 1'b0) ? out_reset : (read_enable ? q[14] : 8'b0);
    assign mux_out[127:120] = (en == 1'b0) ? out_reset : (read_enable ? q[15] : 8'b0);  
    d_flip_flop_8bit out_ff0 (.d(mux_out[7:0]), .clk(clk), .rst(rst), .en(1'b1), .q(out[7:0]));
    d_flip_flop_8bit out_ff1 (.d(mux_out[15:8]), .clk(clk), .rst(rst), .en(1'b1), .q(out[15:8]));
    d_flip_flop_8bit out_ff2 (.d(mux_out[23:16]), .clk(clk), .rst(rst), .en(1'b1), .q(out[23:16]));
    d_flip_flop_8bit out_ff3 (.d(mux_out[31:24]), .clk(clk), .rst(rst), .en(1'b1), .q(out[31:24]));
    d_flip_flop_8bit out_ff4 (.d(mux_out[39:32]), .clk(clk), .rst(rst), .en(1'b1), .q(out[39:32]));
    d_flip_flop_8bit out_ff5 (.d(mux_out[47:40]), .clk(clk), .rst(rst), .en(1'b1), .q(out[47:40]));
    d_flip_flop_8bit out_ff6 (.d(mux_out[55:48]), .clk(clk), .rst(rst), .en(1'b1), .q(out[55:48]));
    d_flip_flop_8bit out_ff7 (.d(mux_out[63:56]), .clk(clk), .rst(rst), .en(1'b1), .q(out[63:56]));
    d_flip_flop_8bit out_ff8 (.d(mux_out[71:64]), .clk(clk), .rst(rst), .en(1'b1), .q(out[71:64]));
    d_flip_flop_8bit out_ff9 (.d(mux_out[79:72]), .clk(clk), .rst(rst), .en(1'b1), .q(out[79:72]));
    d_flip_flop_8bit out_ff10 (.d(mux_out[87:80]), .clk(clk), .rst(rst), .en(1'b1), .q(out[87:80]));
    d_flip_flop_8bit out_ff11 (.d(mux_out[95:88]), .clk(clk), .rst(rst), .en(1'b1), .q(out[95:88]));
    d_flip_flop_8bit out_ff12 (.d(mux_out[103:96]), .clk(clk), .rst(rst), .en(1'b1), .q(out[103:96]));
    d_flip_flop_8bit out_ff13 (.d(mux_out[111:104]), .clk(clk), .rst(rst), .en(1'b1), .q(out[111:104]));
    d_flip_flop_8bit out_ff14 (.d(mux_out[119:112]), .clk(clk), .rst(rst), .en(1'b1), .q(out[119:112]));
    d_flip_flop_8bit out_ff15 (.d(mux_out[127:120]), .clk(clk), .rst(rst), .en(1'b1), .q(out[127:120]));
endmodule
module d_flip_flop_8bit (
    input [7:0] d,
    input clk, rst, en,
    output [7:0] q
);
    d_flip_flop_en_asyncRst dff0 (.d(d[0]), .clk(clk), .rst(rst), .en(en), .q(q[0]));
    d_flip_flop_en_asyncRst dff1 (.d(d[1]), .clk(clk), .rst(rst), .en(en), .q(q[1]));
    d_flip_flop_en_asyncRst dff2 (.d(d[2]), .clk(clk), .rst(rst), .en(en), .q(q[2]));
    d_flip_flop_en_asyncRst dff3 (.d(d[3]), .clk(clk), .rst(rst), .en(en), .q(q[3]));
    d_flip_flop_en_asyncRst dff4 (.d(d[4]), .clk(clk), .rst(rst), .en(en), .q(q[4]));
    d_flip_flop_en_asyncRst dff5 (.d(d[5]), .clk(clk), .rst(rst), .en(en), .q(q[5]));
    d_flip_flop_en_asyncRst dff6 (.d(d[6]), .clk(clk), .rst(rst), .en(en), .q(q[6]));
    d_flip_flop_en_asyncRst dff7 (.d(d[7]), .clk(clk), .rst(rst), .en(en), .q(q[7]));
endmodule
module not_gate (
	input a,
	output out
);
	assign out = !a;
endmodule
--- flow/constraint.sdc ---
current_design memory_module

set clk_period 1.1
set clk_io_pct 0.2

create_clock -name clk0 -period $clk_period [get_ports {clk}]

set non_clock_inputs [all_inputs -no_clocks]
set_input_delay [expr $clk_period * $clk_io_pct] -clock clk0 $non_clock_inputs
set_output_delay [expr $clk_period * $clk_io_pct] -clock clk0 [all_outputs]
--- flow/config.mk ---
export PLATFORM = sky130hd
export DESIGN_NAME = memory_module
export DESIGN_NICKNAME = memory_module
export VERILOG_FILES = /design/flow/design.v
export SDC_FILE = /design/flow/constraint.sdc
export NUM_CORES = 4
export LEC_CHECK = 1
export CORE_UTILIZATION = 50
--- flow/run.sh ---
#!/bin/bash
# OpenROAD 26Q1-2900-gdf79404cd8, Yosys 0.63+post, stock flow scripts
make -C /OpenROAD-flow-scripts/flow DESIGN_CONFIG=/design/flow/config.mk WORK_HOME=/design/flow/orfs finish
==> flow_metrics.tcl <==
# flow metrics
set metrics [dict create \
    edf_count 0 \
    criticalPathCategory "reg -> out" \
    cts_max_level 1 \
    first_pass_iters 4 \
    worstReg2RegStart "mem10.dff5.q" \
    fin_skew_ns 0.006190 \
    grt.total_usage_pct 19.83 \
    r2r_setup_slack_ns 0.33 \
    num_rows 51 \
    peakVddDrop_mv 1.407 \
    end_kind "output port" \
    postSynthAreaPerCell_um2 14.97 \
    netlist_area_mm2 0.01022 \
    finalCritPeriodShare_pct 111.3 \
    dpl_cell_area_mm2 0.01238 \
    gp_congestion 0.7982 \
    coreArea_mm2 0.01978 \
    cap_viol_max_count 0 \
    synth_seq_share_pct 62.65 \
    final_max_slew_viol_count 0 \
    cts-hold-fix-buffers 0 \
    top_cell_area_share_pct 62.65 \
    cp-endpoint "out[12]" \
    hold_class "in -> async" \
    wl_per_cell_um 16.75 \
    startpoint "out_ff1.dff4.q" \
    final_cell_area_mm2 0.01265 \
    p_leak_nw 6.502 \
    ys_cells 683 \
    synth_flops 256 \
    fp_util_pct 51.69 \
    cp_max_fo 1 \
    layout_setup_ws_ns -0.1240 \
    die_h_um 145 \
    cts_inserted_buffers 27 \
    num_vias 5329 \
    dieArea_mm2 0.02103 \
    grt_antenna_before_repair 1 \
    hold_viol_final 0 \
    via_per_inst 4.762 \
    grt_max_degree 66 \
    rsz0062_at_grt "true" \
    finalWirelength_um 18740 \
    worstPathRequired_ns 0.88 \
    path_clk_slew_ns 0.06 \
    cts_buffer_depth 3 \
    slowest_delay_ns 0.38 \
    cts_tree "done" \
    crit_path_start_kind "flop" \
    grt_pass1_vias 5795 \
    drcViolationCount 0 \
    hold_slack_ns 0.1639 \
    warning_count 29 \
    syn2layout_area_growth_pct 23.75 \
    pin_count 260 \
    worstMarginPinSlew_ns 0.2379 \
    crit_slowest_cell "dfrtp_1" \
    cp_cell_sequence "buf_2" \
    path_buffers 1 \
    ant_nets 0 \
    yosys-top-cells-area "dfrtp_1, mux2_2, and3b_1" \
    clockRootBuffer "clkbuf_16" \
    common_cells "dfrtp_1, buf_4, and3b_1, mux2_2, buf_2" \
    post_synth_num_cell_types 8 \
    dp_hpwl_um 12850 \
    reg2reg_depth 1 \
    die_w_um 145 \
    grt_pass1_wl_um 31130 \
    drt_iter0_markers 171 \
    finalSetupViolCount 128 \
    synth_warnings 4 \
    synth_top_cell_by_area "dfrtp_1" \
    grt-ovfl-total 0 \
    clkLatencyLatePin_ns 0.51 \
    tns_ns -12.74 \
    ff_type "dfrtp_1" \
    slew-limit-headroom_pct 84.14 \
    synth_dominant_cell_count "dfrtp_1" \
    clkSinkCount 256 \
    status "finished, violations left" \
    drive_above_1_share_pct 39.04 \
    min_period_ns 1.224 \
    cp_num_cells 1 \
    critPathArrivalTime_ns 1.00 \
    power_density_mw_per_mm2 1692 \
    crit_family "flip-flops" \
    fmax_mhz 817.0 \
    cts_setup_buffers 0 \
    async_flop_share_pct 100.0 \
    rr_endpoint "mem10.dff5.q" \
    numPortBuffers 259 \
    failed_checks "negative setup slack" \
    ys_area_mm2 0.01022 \
    post_synth_inst_count 683 \
]
## per-stage QoR
step	worst slack, ns	total power, mW	cells	util, %
detailed placement	-0.02302	12.81	1069	62.57
CTS	-0.1490	21.74	1118	63.95
floorplan	-2.492	11.79	683	-
finish	-0.1240	21.41	1119	63.97
global route	-0.1721	22.38	1118	63.95
global placement	-0.004298	12.72	1069	62.57
## cells by family (layout without fill, tap and decap cells)
kind of cell	count (synthesis)	after routing	synth area share, %
flops	256	256	62.65
buf+inv	171	341	12.29
mux	128	128	14.10
simple gates	128	128	10.96
other cells	0	1	0
## final cells by class
cell class	instances	area [um2]
Multi-Input combinational cell	256	2562
Inverter	1	7.507
Clock inverter	5	75.07
Antenna cell	1	2.502
Timing Repair Buffer	291	2429
Clock buffer	44	839.6
Sequential cell	256	6406
Tap cell	265	331.6
Fill cell	1457	7128
## cell usage in the layout (no fill, tap or decap), types with 7 or more instances in the layout
cell | Yosys | layout
and3b_1 | 128 | 128
buf_12 | 0 | 19
buf_2 | 26 | 128
buf_4 | 129 | 14
clkbuf_1 | 2 | 7
clkbuf_16 | 0 | 27
clkbuf_8 | 0 | 10
clkdlybuf4s50_1 | 0 | 129
dfrtp_1 | 256 | 256
mux2_2 | 128 | 128
## repair_timing
item                       in CTS  in global routing
pin swaps                       0                  0
gates resized                 416                  0
setup endpoints to repair     128                128
## power by group
group          switching, mW  leakage [nW]  internal (mW)  total (mW)
Clock                   3.40         0.453           5.64        9.04
Combinational          0.691          2.83           1.29        1.98
Sequential             0.259          3.22           10.1        10.4
Total                   4.35          6.50           17.1        21.4
## per-layer routing
metal  vias to the layer above  GRT usage [%]  share of wire, %
li1                       2502              -                 -
met4                         0          3.351               1.8
met5                         -              0                 0
met3                        24          7.532                10
met1                      2627          29.29                40
met2                       176          30.10                48
## worst min-delay path by stage
stage	startpoint	end	slack [ns]	cells after the start
finish	rst	mem4.dff5.q	0.16	3
global route	rst	mem4.dff5.q	0.16	3
CTS	rst	mem4.dff5.q	0.16	3
Power is estimated from default activity; no workload was simulated.
