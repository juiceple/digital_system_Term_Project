--- /design/flow/design.v ---
module and_gate (
	input a, b, 
	output out
);
	assign out = a && b;
endmodule
module computation_module (
input [7:0] x0, x1, x2, x3, x4, x5, x6, x7,
input [7:0] w0, w1, w2, w3, w4, w5, w6, w7,
output [7:0] result
);
wire [15:0] o0, o1, o2, o3, o4, o5, o6, o7, o8, o9, o10, o11, o12, o13, o14;
eight_bit_multiplier_structural_module ebm1 (.a(x0), .b(w0), .result(o0));
eight_bit_multiplier_structural_module ebm2 (.a(x1), .b(w1), .result(o1));
sixteen_bit_ripple_carry_adder_module sba1 (.a(o0), .b(o1), .cin(0), .sum(o2), .cout());
eight_bit_multiplier_structural_module ebm3 (.a(x2), .b(w2), .result(o3));
sixteen_bit_ripple_carry_adder_module sba2 (.a(o2), .b(o3), .cin(0), .sum(o4), .cout());
eight_bit_multiplier_structural_module ebm4 (.a(x3), .b(w3), .result(o5));
sixteen_bit_ripple_carry_adder_module sba3 (.a(o4), .b(o5), .cin(0), .sum(o6), .cout());
eight_bit_multiplier_structural_module ebm5 (.a(x4), .b(w4), .result(o7));
sixteen_bit_ripple_carry_adder_module sba4 (.a(o6), .b(o7), .cin(0), .sum(o8), .cout());
eight_bit_multiplier_structural_module ebm6 (.a(x5), .b(w5), .result(o9));
sixteen_bit_ripple_carry_adder_module sba5 (.a(o8), .b(o9), .cin(0), .sum(o10), .cout());
eight_bit_multiplier_structural_module ebm7 (.a(x6), .b(w6), .result(o11));
sixteen_bit_ripple_carry_adder_module sba6 (.a(o10), .b(o11), .cin(0), .sum(o12), .cout());
eight_bit_multiplier_structural_module ebm8 (.a(x7), .b(w7), .result(o13));
sixteen_bit_ripple_carry_adder_module sba7 (.a(o12), .b(o13), .cin(0), .sum(o14), .cout());
assign result = o14[7:0];
endmodule
module eight_bit_multiplier_structural_module (
input [7:0] a,           
input [7:0] b,           
output [15:0] result
);
wire [7:0] and_layer_0, and_layer_1, and_layer_2, and_layer_3;
wire [7:0] and_layer_4, and_layer_5, and_layer_6, and_layer_7;
wire [15:0] partialSum1, partialSum2, partialSum3, partialSum4, partialSum5, partialSum6, partialSum7;
wire cout_1, cout_2, cout_3, cout_4, cout_5, cout_6;
and_gate and_00(.a(a[0]), .b(b[0]), .out(and_layer_0[0]));
and_gate and_10(.a(a[1]), .b(b[0]), .out(and_layer_0[1]));
and_gate and_20(.a(a[2]), .b(b[0]), .out(and_layer_0[2]));
and_gate and_30(.a(a[3]), .b(b[0]), .out(and_layer_0[3]));
and_gate and_40(.a(a[4]), .b(b[0]), .out(and_layer_0[4]));
and_gate and_50(.a(a[5]), .b(b[0]), .out(and_layer_0[5]));
and_gate and_60(.a(a[6]), .b(b[0]), .out(and_layer_0[6]));
and_gate and_70(.a(a[7]), .b(b[0]), .out(and_layer_0[7]));
and_gate and_01(.a(a[0]), .b(b[1]), .out(and_layer_1[0]));
and_gate and_11(.a(a[1]), .b(b[1]), .out(and_layer_1[1]));
and_gate and_21(.a(a[2]), .b(b[1]), .out(and_layer_1[2]));
and_gate and_31(.a(a[3]), .b(b[1]), .out(and_layer_1[3]));
and_gate and_41(.a(a[4]), .b(b[1]), .out(and_layer_1[4]));
and_gate and_51(.a(a[5]), .b(b[1]), .out(and_layer_1[5]));
and_gate and_61(.a(a[6]), .b(b[1]), .out(and_layer_1[6]));
and_gate and_71(.a(a[7]), .b(b[1]), .out(and_layer_1[7]));
and_gate and_02(.a(a[0]), .b(b[2]), .out(and_layer_2[0]));
and_gate and_12(.a(a[1]), .b(b[2]), .out(and_layer_2[1]));
and_gate and_22(.a(a[2]), .b(b[2]), .out(and_layer_2[2]));
and_gate and_32(.a(a[3]), .b(b[2]), .out(and_layer_2[3]));
and_gate and_42(.a(a[4]), .b(b[2]), .out(and_layer_2[4]));
and_gate and_52(.a(a[5]), .b(b[2]), .out(and_layer_2[5]));
and_gate and_62(.a(a[6]), .b(b[2]), .out(and_layer_2[6]));
and_gate and_72(.a(a[7]), .b(b[2]), .out(and_layer_2[7]));
and_gate and_03(.a(a[0]), .b(b[3]), .out(and_layer_3[0]));
and_gate and_13(.a(a[1]), .b(b[3]), .out(and_layer_3[1]));
and_gate and_23(.a(a[2]), .b(b[3]), .out(and_layer_3[2]));
and_gate and_33(.a(a[3]), .b(b[3]), .out(and_layer_3[3]));
and_gate and_43(.a(a[4]), .b(b[3]), .out(and_layer_3[4]));
and_gate and_53(.a(a[5]), .b(b[3]), .out(and_layer_3[5]));
and_gate and_63(.a(a[6]), .b(b[3]), .out(and_layer_3[6]));
and_gate and_73(.a(a[7]), .b(b[3]), .out(and_layer_3[7]));
and_gate and_04(.a(a[0]), .b(b[4]), .out(and_layer_4[0]));
and_gate and_14(.a(a[1]), .b(b[4]), .out(and_layer_4[1]));
and_gate and_24(.a(a[2]), .b(b[4]), .out(and_layer_4[2]));
and_gate and_34(.a(a[3]), .b(b[4]), .out(and_layer_4[3]));
and_gate and_44(.a(a[4]), .b(b[4]), .out(and_layer_4[4]));
and_gate and_54(.a(a[5]), .b(b[4]), .out(and_layer_4[5]));
and_gate and_64(.a(a[6]), .b(b[4]), .out(and_layer_4[6]));
and_gate and_74(.a(a[7]), .b(b[4]), .out(and_layer_4[7]));
and_gate and_05(.a(a[0]), .b(b[5]), .out(and_layer_5[0]));
and_gate and_15(.a(a[1]), .b(b[5]), .out(and_layer_5[1]));
and_gate and_25(.a(a[2]), .b(b[5]), .out(and_layer_5[2]));
and_gate and_35(.a(a[3]), .b(b[5]), .out(and_layer_5[3]));
and_gate and_45(.a(a[4]), .b(b[5]), .out(and_layer_5[4]));
and_gate and_55(.a(a[5]), .b(b[5]), .out(and_layer_5[5]));
and_gate and_65(.a(a[6]), .b(b[5]), .out(and_layer_5[6]));
and_gate and_75(.a(a[7]), .b(b[5]), .out(and_layer_5[7]));
and_gate and_06(.a(a[0]), .b(b[6]), .out(and_layer_6[0]));
and_gate and_16(.a(a[1]), .b(b[6]), .out(and_layer_6[1]));
and_gate and_26(.a(a[2]), .b(b[6]), .out(and_layer_6[2]));
and_gate and_36(.a(a[3]), .b(b[6]), .out(and_layer_6[3]));
and_gate and_46(.a(a[4]), .b(b[6]), .out(and_layer_6[4]));
and_gate and_56(.a(a[5]), .b(b[6]), .out(and_layer_6[5]));
and_gate and_66(.a(a[6]), .b(b[6]), .out(and_layer_6[6]));
and_gate and_76(.a(a[7]), .b(b[6]), .out(and_layer_6[7]));
and_gate and_07(.a(a[0]), .b(b[7]), .out(and_layer_7[0]));
and_gate and_17(.a(a[1]), .b(b[7]), .out(and_layer_7[1]));
and_gate and_27(.a(a[2]), .b(b[7]), .out(and_layer_7[2]));
and_gate and_37(.a(a[3]), .b(b[7]), .out(and_layer_7[3]));
and_gate and_47(.a(a[4]), .b(b[7]), .out(and_layer_7[4]));
and_gate and_57(.a(a[5]), .b(b[7]), .out(and_layer_7[5]));
and_gate and_67(.a(a[6]), .b(b[7]), .out(and_layer_7[6]));
and_gate and_77(.a(a[7]), .b(b[7]), .out(and_layer_7[7]));
sixteen_bit_ripple_carry_adder_module first_step(
    .a({8'b00000000, and_layer_0}),
    .b({7'b0000000, and_layer_1, 1'b0}),
    .cin(1'b0),
    .sum(partialSum1),
    .cout(cout_1)
);
sixteen_bit_ripple_carry_adder_module second_step(
    .a(partialSum1),
    .b({6'b000000, and_layer_2, 2'b00}),
    .cin(cout_1),
    .sum(partialSum2),
    .cout(cout_2)
);
sixteen_bit_ripple_carry_adder_module third_step(
    .a(partialSum2),
    .b({5'b00000, and_layer_3, 3'b000}),
    .cin(cout_2),
    .sum(partialSum3),
    .cout(cout_3)
);
sixteen_bit_ripple_carry_adder_module fourth_step(
    .a(partialSum3),
    .b({4'b0000, and_layer_4, 4'b0000}),
    .cin(cout_3),
    .sum(partialSum4),
    .cout(cout_4)
);
sixteen_bit_ripple_carry_adder_module fifth_step(
    .a(partialSum4),
    .b({3'b000, and_layer_5, 5'b000}),
    .cin(cout_4),
    .sum(partialSum5),
    .cout(cout_5)
);
sixteen_bit_ripple_carry_adder_module sixth_step(
    .a(partialSum5),
    .b({2'b00, and_layer_6, 6'b000000}),
    .cin(cout_5),
    .sum(partialSum6),
    .cout(cout_6)
);
sixteen_bit_ripple_carry_adder_module seventh_step(
    .a(partialSum6),
    .b({1'b0, and_layer_7, 7'b0000000}),
    .cin(cout_6),
    .sum(partialSum7),
    .cout()
);
assign result = partialSum7;
endmodule
module full_adder_gatelevel_module (
input a, b, cin,
output sum, cout
);
wire xor_out_1;
wire xnor_out_1;
wire not_out_1;
wire and_out_1, and_out_2, and_out_3, and_out_4;
wire or_out_1;
not_gate not_1(.a(a), .out(not_out_1));
xor_gatelevel_gate xor_2(.a(b),.b(cin), .out(xor_out_1));
xnor_gatelevel_gate xnor_1(.a(b), .b(cin), .out(xnor_out_1));
and_gate and_1(.a(not_out_1), .b(xor_out_1), .out(and_out_1));
and_gate and_2(.a(a), .b(xnor_out_1), .out(and_out_2));
or_gate or_1(.a(and_out_1), .b(and_out_2), .out(sum));
and_gate and_3(.a(b),.b(cin),.out(and_out_3));
and_gate and_4(.a(not_out_1),.b(and_out_3),.out(and_out_4));
or_gate or_2(.a(b), .b(cin), .out(or_out_1));
and_gate and_5(.a(a), .b(or_out_1), .out(cout));
endmodule
module not_gate (
	input a,
	output out
);
	assign out = !a;
endmodule
module or_gate (
	input a, b,
	output out
);
	assign out = a || b;	
endmodule
module sixteen_bit_ripple_carry_adder_module (
input [15:0] a, b,       
input cin,               
output [15:0] sum,       
output cout              
);
wire cout_1, cout_2, cout_3, cout_4, cout_5, cout_6, cout_7;
wire cout_8, cout_9, cout_10, cout_11, cout_12, cout_13, cout_14, cout_15;  
full_adder_gatelevel_module full_adder_0(.a(a[0]), .b(b[0]), .cin(cin), .sum(sum[0]), .cout(cout_1));
full_adder_gatelevel_module full_adder_1(.a(a[1]), .b(b[1]), .cin(cout_1), .sum(sum[1]), .cout(cout_2));
full_adder_gatelevel_module full_adder_2(.a(a[2]), .b(b[2]), .cin(cout_2), .sum(sum[2]), .cout(cout_3));
full_adder_gatelevel_module full_adder_3(.a(a[3]), .b(b[3]), .cin(cout_3), .sum(sum[3]), .cout(cout_4));
full_adder_gatelevel_module full_adder_4(.a(a[4]), .b(b[4]), .cin(cout_4), .sum(sum[4]), .cout(cout_5));
full_adder_gatelevel_module full_adder_5(.a(a[5]), .b(b[5]), .cin(cout_5), .sum(sum[5]), .cout(cout_6));
full_adder_gatelevel_module full_adder_6(.a(a[6]), .b(b[6]), .cin(cout_6), .sum(sum[6]), .cout(cout_7));
full_adder_gatelevel_module full_adder_7(.a(a[7]), .b(b[7]), .cin(cout_7), .sum(sum[7]), .cout(cout_8));
full_adder_gatelevel_module full_adder_8(.a(a[8]), .b(b[8]), .cin(cout_8), .sum(sum[8]), .cout(cout_9));
full_adder_gatelevel_module full_adder_9(.a(a[9]), .b(b[9]), .cin(cout_9), .sum(sum[9]), .cout(cout_10));
full_adder_gatelevel_module full_adder_10(.a(a[10]), .b(b[10]), .cin(cout_10), .sum(sum[10]), .cout(cout_11));
full_adder_gatelevel_module full_adder_11(.a(a[11]), .b(b[11]), .cin(cout_11), .sum(sum[11]), .cout(cout_12));
full_adder_gatelevel_module full_adder_12(.a(a[12]), .b(b[12]), .cin(cout_12), .sum(sum[12]), .cout(cout_13));
full_adder_gatelevel_module full_adder_13(.a(a[13]), .b(b[13]), .cin(cout_13), .sum(sum[13]), .cout(cout_14));
full_adder_gatelevel_module full_adder_14(.a(a[14]), .b(b[14]), .cin(cout_14), .sum(sum[14]), .cout(cout_15));
full_adder_gatelevel_module full_adder_15(.a(a[15]), .b(b[15]), .cin(cout_15), .sum(sum[15]), .cout(cout));
endmodule
module xnor_gatelevel_gate (
    input a, b,
    output out
);
    wire not_a_out, not_b_out;
    wire and_1_out, and_2_out;
    not_gate NOT1 (.a(a), .out(not_a_out));
    not_gate NOT2 (.a(b), .out(not_b_out));
    and_gate AND1 (.a(not_a_out), .b(not_b_out), .out(and_1_out));
    and_gate AND2 (.a(a), .b(b), .out(and_2_out));
    or_gate OR1 (.a(and_1_out), .b(and_2_out), .out(out));
endmodule
module xor_gatelevel_gate (
input a, b,
output out
);
wire not_a_out, not_b_out;
wire and_1_out, and_2_out;
not_gate not_1(.a(a), .out(not_a_out));
not_gate not_2(.a(b), .out(not_b_out));
and_gate and_1(.a(not_a_out), .b(b), .out(and_1_out));
and_gate and_2(.a(a), .b(not_b_out), .out(and_2_out));
or_gate or_1(.a(and_1_out), .b(and_2_out), .out(out));
endmodule
--- /design/flow/run.sh ---
#!/bin/bash
# OpenROAD 26Q1-2900-gdf79404cd8, Yosys 0.63+post, stock flow scripts
make -C /OpenROAD-flow-scripts/flow DESIGN_CONFIG=/design/flow/config.mk WORK_HOME=/design/flow/orfs finish
--- /design/flow/config.mk ---
export PLATFORM = sky130hd
export DESIGN_NAME = computation_module
export DESIGN_NICKNAME = computation_module
export VERILOG_FILES = /design/flow/design.v
export SDC_FILE = /design/flow/constraint.sdc
export NUM_CORES = 4
export LEC_CHECK = 1
export CORE_UTILIZATION = 40
--- /design/flow/constraint.sdc ---
current_design computation_module

set clk_period 12.2
set clk_io_pct 0.2

create_clock -name clk0 -period $clk_period

set non_clock_inputs [all_inputs -no_clocks]
set_input_delay [expr $clk_period * $clk_io_pct] -clock clk0 $non_clock_inputs
set_output_delay [expr $clk_period * $clk_io_pct] -clock clk0 [all_outputs]
==> flow_results.org <==
* Flow results

** Status
- Status :: completed

** Yosys
- Dividing the synthesized area by the synthesized cell count gives 7.58 µm².
- Portion of netlist area occupied by mux cells :: less than 1%
- Area leader share :: 32.2%
- The chip area line in the Yosys stat output reads 0.00844 mm².
- Yosys shows that the main logic family after synthesis is adder cells.
- Yosys mapped the design onto 39 distinct sky130hd cell types.
- In the Yosys report, the sequential cells make up 0% of the chip area.
- The cell area that synthesis handed to floorplanning was 0.00844 mm².
- Yosys printed 7 warnings.
- Simple share :: 27.7%
- Cells taking the most area after synthesis :: sky130_fd_sc_hd__ha_1 32%, sky130_fd_sc_hd__xnor2_1 16%, sky130_fd_sc_hd__nand2_1 9.9%
- Xor/xnor cell area share of the yosys netlist :: 31.3%
- In the Yosys report the total cell count is 1114.
- Of the total synthesized cell area, the portion taken by AND-OR and OR-AND cells is 2.82%.
- In the synthesized netlist, the number of instances is between 1000 and 1500.
- Area fraction in full adders, half adders and majority gates :: 32.2%
- Post-synthesis cell type with the largest combined area :: sky130_fd_sc_hd__ha_1

** Setup path
- Per STA, the library cell used most along the worst path is sky130_fd_sc_hd__ha_1.
- CP Launch Type :: input pin
- At the worst endpoint, the required time is around 10 ns.
- Worst-path maximum fanout :: 2
- The largest single stage delay on the critical path is 0.50 ns.
- Worst setup path category :: input pin to output port
- Per the STA report, the cell with the highest stage delay on the worst path is sky130_fd_sc_hd__clkdlybuf4s50_1.
- Per STA, the startpoint of the critical path is w3[0].
- STA classifies the critical path endpoint as an output port.
- Data on the critical path arrives at its endpoint at 9.45 ns.
- For reference, the critical path is captured by result[7].

** Finish
- The final layout contains a sequential cell count of 0.
- Relative to the synthesized area, the layout overhead comes to 32.7%.
- The layout report lists the multi-input gate area as 0.00853 mm².
- The sequential cells in the finished layout cover a total of 0 µm².
- Layout cell share with drive strength beyond 1 :: between 10% and 20%
- At the end of the flow the core is filled with cells to 54.7%.
- The final layout report lists a clock buffer count of 0.
- The filler cells instantiated in the layout total 1896.

** Timing
- The flow reports an fmax of 0.0841 GHz.
- The most critical hold endpoint after final layout shows a slack of between 6 and 7 ns.
- For the pin with the worst max-slew slack, the measured transition is 0.423 ns.
- Per the slew report, the remaining headroom to the max-slew limit stands at between 70% and 80%.
- Final period util :: 97.4%
- Shortest period the worst path allows :: 11.89 ns
- Total of endpoints with negative setup slack in the final report :: 0
- Slew Limit Fails :: 0
- Hold Vio Cnt, Final :: 0

** Die
- In this run the core area contains 52 standard-cell rows.
- The floorplan report gives the top-level pin count as approximately 140.
- Pre-Place Util :: between 40% and 50%
- Floorplan die width :: around 150 µm
- The total area inside the core boundary comes to ~0.020 mm².
- The die is 147 µm tall.
- Die area :: 0.0217 mm²

** Route
- Nets still carrying antenna violations after routing amount to 0.
- Post-route DRC :: 0
- The routed design ends up with an antenna cell count of 0.
- Using the TritonRoute via totals, the vias-per-cell ratio works out to around 4.6.
- TritonRoute output was used to compute an average wire per cell of 13.2 µm.
- The detailed router placed between 7000 and 8000 vias in this run.
- The pre-antenna-repair detailed-routing pass consisted of 6 iterations.
- The violation tally recorded at the end of detailed-routing iteration 0 is 223.
- The routed design has 20.8 mm of wire.

** Global route
- Entering global routing, the biggest net connects 12 pins.
- The number of antenna violations at the first check in global routing is 0.
- Number of global-route vias before repair :: roughly 6900
- The first global-routing pass estimated 33.5 mm of wire.
- Recorded from the global router log, the overflow total was 0.
- Tot GR Track Use :: 19.6%

** Place
- Routability cong. :: between 0.9 and 1
- The buffer_ports step reported a buffer count of 136.
- DP HPWL :: 18.4 mm

** Hold path
- The worst hold path belongs to the class input pin to output port.

** Job
- Max-cap viol count :: 0
- OpenROAD warnings :: 32
## metal layers
| layer | vias up | share of wire (%) | global-route usage, % |
|---|---|---|---|
| met5 | - | 0 | 0 |
| met3 | 4 | 3.5 | 0.887 |
| li1 | 3935 | - | - |
| met4 | 0 | 0.38 | 1.08 |
| met2 | 107 | 46 | 34.2 |
| met1 | 3249 | 50 | 28.0 |
## synth_stat cells, types with 2 or more instances
cell                       count
sky130_fd_sc_hd__buf_4         8
sky130_fd_sc_hd__inv_1        98
sky130_fd_sc_hd__nor2b_4       2
sky130_fd_sc_hd__xnor3_1      12
sky130_fd_sc_hd__nor2b_1      13
sky130_fd_sc_hd__xnor2_1     154
sky130_fd_sc_hd__and2_1       66
sky130_fd_sc_hd__o21ai_0      14
sky130_fd_sc_hd__o221ai_1      4
sky130_fd_sc_hd__clkbuf_1     16
sky130_fd_sc_hd__nor2_1       20
sky130_fd_sc_hd__nand4_1       3
sky130_fd_sc_hd__nand2_1     223
sky130_fd_sc_hd__nand2b_1     29
sky130_fd_sc_hd__a21oi_1      11
sky130_fd_sc_hd__xnor2_2       3
sky130_fd_sc_hd__xor3_1        9
sky130_fd_sc_hd__or2_2        92
sky130_fd_sc_hd__or3_1         4
sky130_fd_sc_hd__nor3b_1       3
sky130_fd_sc_hd__ha_1        217
sky130_fd_sc_hd__xor2_1       87
sky130_fd_sc_hd__nand3_1       9
sky130_fd_sc_hd__a22oi_1       2
## area by class of cell
cell class	count	area share [%]
multi-input combinational	992	76.1
timing repair buffer	218	17.6
inverter	98	3.28
tap	270	3.01
## worst max-delay path: cells and delay by family
kind	cells	cell delay (ns)
XOR/XNOR	12	2.92
adder cells (fa/ha/maj)	8	1.78
buffers and inverters	5	0.87
AND/OR/NAND/NOR	6	1.40
## cells by family (layout without fill, tap and decap cells)
group           count (synthesis)  in the layout
compound gates                 39             39
xor+xnor                      265            265
fa+ha+maj                     217            217
buf+inv                       122            316
mux                             2              2
simple gates                  469            469
## how the worst min path moves through the flow
stage | from | to | slack [ns] | depth (start not counted)
CTS | x7[0] | result[0] | 6.26 | 4
global route | w6[0] | result[0] | 6.29 | 5
finish | x7[0] | result[0] | 6.24 | 4
## cells in the final DEF (no fill, tap or decap), drive strengths merged, types with 2 or more instances in the layout
| cell type | netlist | layout |
|---|---|---|
| buf | 8 | 83 |
| nand3 | 9 | 9 |
| xor2 | 87 | 87 |
| xor3 | 9 | 9 |
| or2 | 92 | 92 |
| nor2b | 15 | 15 |
| ha | 217 | 217 |
| or3 | 4 | 4 |
| o21ai | 14 | 14 |
| nand4 | 3 | 3 |
| nand2b | 29 | 29 |
| clkdlybuf4s50 | 0 | 132 |
| a22oi | 2 | 2 |
| xnor2 | 157 | 157 |
| inv | 98 | 98 |
| o221ai | 4 | 4 |
| dlygate4sd2 | 0 | 2 |
| a21oi | 11 | 11 |
| nand2 | 223 | 223 |
| xnor3 | 12 | 12 |
| and2 | 66 | 66 |
| nor3b | 3 | 3 |
| nor2 | 20 | 20 |
## metrics by stage
| step | std cells | instance area, µm² | TNS [ns] | setup slack (ns) |
|---|---|---|---|---|
| after global placement | 1574 | 10600 | -0.508 | -0.508 |
| final | 1578 | 11200 | 0 | 0.314 |
| after detailed placement | 1574 | 10600 | -0.541 | -0.541 |
| after CTS | 1577 | 10700 | 0 | 0.00470 |
| after floorplan | 1114 | 8440 | 0 | 0.487 |
| after global routing | 1578 | 11200 | -0.0124 | -0.0124 |
## repair_timing
item / 4_1_cts / 5_1_grt
pin swaps: 13 / 35
setup buffers: 3 / 1
gates resized: 15 / 57
endpoints found under the setup margin: 1 / 1
gates cloned: 0 / 0
hold buffers: 0 / 0
